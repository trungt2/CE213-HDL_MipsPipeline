**./design.v**
```verilog
module adder(i1, i2, o);
input [31:0] i1, i2;
output [31:0] o;
assign o = i1 + i2;
endmodule
module mux2_32bits(i1, i2, s, o);
input [31:0] i1, i2;
input s;
output [31:0] o;
assign o = s ? i2: i1;
endmodule
module mux3_32bits(i1, i2, i3, s, o);
input [31:0] i1, i2, i3;
input [1:0] s;
output [31:0] o;
assign o = (s == 2'd0) ? i1 :
            (s == 2'd1) ? i2: 
            (s == 2'd2) ? i3: 32'd0;
endmodule
module regfile(clk, rst, A1, A2, A3, WD, RegWrite, RD1, RD2);
input clk, rst, RegWrite;
input [4:0] A1, A2, A3;
input [31:0] WD;
output [31:0] RD1, RD2;
reg [31:0] mem[0:31];
integer i;
assign RD1 = mem[A1];
assign RD2 = mem[A2];
always @(posedge clk or negedge rst) begin
    if (!rst) 
        for(i = 0; i<32; i = i+1) 
            mem[i] <= 32'd0;
    else if(RegWrite)
        mem[A3] <= WD;
end
initial begin
for(i = 0; i < 32; i= i +1) begin
    mem[i] = 32'd0;
end
end
endmodule 
module signextend (i, o);
    input [15:0] i;
    output [31:0] o;
    assign o = i[15] ? {16'hffff, i}: {16'd0, i};
endmodule
module control(opcode, inst,
RegDst, MemWrite, MemToReg, 
ALUcontrol, ALUSrc, RegWrite, Branch, Jump, stall);
input [5:0] opcode, inst;
input stall;
output RegDst, MemWrite, MemToReg, ALUSrc, RegWrite, Branch, Jump;
output [3:0] ALUcontrol;
parameter R = 6'h00;
parameter lw = 6'h23;
parameter sw = 6'h2b;
parameter beq = 6'h04;
parameter addi = 6'h08;
parameter bne = 6'h05;
parameter J  = 6'h02;
wire [9:0] c;
assign c = 
            (opcode == R) ? 10'h122 :
            (opcode == lw) ? 10'h0f0 :
            (opcode == sw) ? 10'h1c8 :
            (opcode == beq) ? 10'h005 :
            (opcode == bne) ? 10'h004 :
            (opcode == addi) ? 10'h0a0 : 
            (opcode == J) ? 10'h200 : 10'd0 ; 
assign Jump = c[9];
assign RegDst = c[8];
assign ALUSrc = c[7];
assign MemToReg = c[6];
assign RegWrite = c[5];
assign MemWrite = c[3];
assign Branch = c[2];
wire [1:0] alu_control;
assign alu_control = c[1:0];
wire Rtype;
assign Rtype = (alu_control == 2'b10) ? 1'b1: 1'b0;
wire lww;  
assign lww = (alu_control == 2'b00) ? 1'b1: 1'b0;
parameter [5:0] And = 6'h24;
parameter [5:0] Add = 6'h20;
parameter [5:0] Sub = 6'h22;
parameter [5:0] Or = 6'h25;
parameter [5:0] Slt = 6'h2a;
parameter [5:0] Sll = 6'h00;
parameter [5:0] Srl = 6'h02;
assign ALUcontrol = lww ? 4'b0010:
                 (alu_control == 2'b01) ? 4'b0110: 
						    	(Rtype && inst == Add) ? 4'b0010:
						     (Rtype && inst == Sub) ? 4'b0110:
						     (Rtype && inst == And) ? 4'b0000:
						     (Rtype && inst == Or) ? 4'b0001:
						     (Rtype && inst == Slt) ? 4'b0111: 
						     (Rtype && inst == Sll) ? 4'b0100:
						     (Rtype && inst == Srl) ? 4'b0111: 4'b1111; 
endmodule
module Decode(clk, rst, InstrD, PCPlus4D, RegWriteW, WriteRegW, ResultW,
RegWriteD, MemToRegD, MemWriteD, ALUcontrolD, ALUSrcD, RegDstD,
PCSrcD, RD1, RD2, RsD, RtD,RdD, SignImmD, PCBranchD, BranchD, ForwardAD, ForwardBD, ALUOutM, JA, Jump, stall);
input clk, rst, RegWriteW, stall;
input [4:0] WriteRegW;
input [31:0] PCPlus4D, ResultW, InstrD;
input [1:0] ForwardAD, ForwardBD;
output RegWriteD, MemToRegD, MemWriteD, ALUSrcD, RegDstD, PCSrcD, BranchD, Jump;
output [3:0] ALUcontrolD;
output [31:0] PCBranchD, SignImmD, RD1, RD2, ALUOutM, JA;
output [4:0] RsD, RtD, RdD;
wire equal, br;
wire [31:0] shifted, c1, c2, s1, RD1i, RD2i;
control c(InstrD[31:26], InstrD[5:0],
RegDstD, MemWriteD, MemToRegD, 
ALUcontrolD, ALUSrcD, RegWriteD, BranchD, Jump, stall);
regfile rf(clk, rst, InstrD[25:21], InstrD[20:16], WriteRegW, ResultW, RegWriteW, RD1i, RD2i);
signextend se(InstrD[15:0], SignImmD);
assign shifted = SignImmD << 2;
mux3_32bits mu7(RD1i, ALUOutM, ResultW, ForwardAD, c1);
mux3_32bits mu8(RD2i, ALUOutM, ResultW, ForwardBD, c2);
adder add4_PC(shifted, PCPlus4D, PCBranchD);
assign JA = InstrD[25:0] << 2;
assign br = ((InstrD[31:26] == 6'h05) && (c1 != c2)) ? 1'b1 :
             ((InstrD[31:26] == 6'h04) && (c1  == c2)) ? 1'b1 :1'b0;
assign PCSrcD = ((br || Jump) && BranchD);
assign RsD = InstrD[25:21];
assign RtD = InstrD[20:16];
assign RdD = InstrD[15:11];
assign RD1 = c1;
assign RD2 = c2;
endmodule
```
**./run.sh**
```bash
#!/bin/bash
# OpenROAD 26Q1-2900-gdf79404cd8, Yosys 0.63+post, stock flow scripts
make -C /OpenROAD-flow-scripts/flow DESIGN_CONFIG=/design/flow/config.mk WORK_HOME=/design/flow/orfs finish
```
**./config.mk**
```make
export PLATFORM = sky130hd
export DESIGN_NAME = Decode
export DESIGN_NICKNAME = Decode
export VERILOG_FILES = /design/flow/design.v
export SDC_FILE = /design/flow/constraint.sdc
export NUM_CORES = 4
export LEC_CHECK = 1
export CORE_UTILIZATION = 50
```
**./constraint.sdc**
```tcl
current_design Decode

set clk_period 11.0
set clk_io_pct 0.2

create_clock -name clk0 -period $clk_period [get_ports {clk}]

set non_clock_inputs [all_inputs -no_clocks]
set_input_delay [expr $clk_period * $clk_io_pct] -clock clk0 $non_clock_inputs
set_output_delay [expr $clk_period * $clk_io_pct] -clock clk0 [all_outputs]
```
==> results.sh <==
# implementation run metrics
export IMPL_hold_class="flip-flop to flip-flop"
export IMPL_warnings=37
export IMPL_startpoint_type="input port"
export IMPL_gp_congestion=1.050
export IMPL_yosys_area_mm2=0.05454
export IMPL_yosysSeqAreaShare=0.4698
export IMPL_die_y_um=332.3
export IMPL_ctsResizeCount=0
export IMPL_die_area_mm2=0.1104
export IMPL_setup_viol=0
export IMPL_die_w_um=332.3
export IMPL_clkLatencyLatePin_ns=0.73
export IMPL_drc=0
export IMPL_area_delta_synth_final_pct=17.19
export IMPL_met2WireLength_um=110200
export IMPL_cellPowerDensity_mw_per_mm2=173.4
export IMPL_reg_top3="rf.mem: 1024 flops"
export IMPL_clkSinkCount=1024
export IMPL_clockRootBuffer="clkbuf_16"
export IMPL_clk_path_buf_depth=3
export IMPL_vias=50340
export IMPL_met1_length_um=99590
export IMPL_fin_total_pwr_mw=11.08
export IMPL_max_slew_margin_rel=0.2140
export IMPL_ys_cells=4860
export IMPL_fin_crit_sh=0.9879
export IMPL_drtIter0Drc=6879
export IMPL_grt_overflow_total=0
export IMPL_antenna_found_initial=36
export IMPL_num_io_pins=328
export IMPL_core_mm2=0.1077
export IMPL_nFillCells=8721
export IMPL_synth_top_area_share=0.4698
export IMPL_synth_cells=4860
export IMPL_grt_use_total=0.5446
export IMPL_clock_fmax_mhz=92.02
export IMPL_top_register="rf.mem"
export IMPL_routed_wirelength_um=288400
export IMPL_cts_buffers=113
export IMPL_status="finished clean"
export IMPL_synth_area_mm2=0.05454
export IMPL_yosys_warnings=34
export IMPL_path_clk_slew_ns=0.06
export IMPL_crit_type="input port to output pin"
export IMPL_post_cts_buffers=0
export IMPL_hold_buffers=0
export IMPL_final_layout_size_suffix_gt1_frac=0.3172
export IMPL_placed_cells=6321
export IMPL_fin_ws_ns=0.1330
export IMPL_io_buffers=284
export IMPL_cts_tree="done"
export IMPL_edf_count=0
export IMPL_tns_ns=0
export IMPL_skew_ns=0
export IMPL_synth_flops=1024
export IMPL_slew_violations=0
export IMPL_grt_first_pass_wirelength_um=393800
export IMPL_async_flop_share=1.000
export IMPL_post_dp_hpwl_um=178400
export IMPL_grt_max_degree=112
export IMPL_rsz0062_at_grt="no"
export IMPL_top_layer_used="met5"
export IMPL_leakage_nw=28.36
export IMPL_largest_area_cell="dfrtp_1"
export IMPL_place_ws_ns=0.7300
export IMPL_synth_main_ff_cell="dfrtp_1"
export IMPL_cts_htree_levels=3
export IMPL_peakVddDrop_v=0.0001386
export IMPL_fin_cells=6567
export IMPL_routedWlPerCell_um=43.91
export IMPL_row_count=120
export IMPL_met3_length_um=54390
export IMPL_synth_avg_cell_area_um2=11.22
export IMPL_crit_fanout=14
export IMPL_holdWs_ns=0.5067
export IMPL_drtPass1Iterations=9
export IMPL_fin_crit_ns=10.87
export IMPL_initial_core_util=0.5066
export IMPL_worstPathArrival_ns=8.67
export IMPL_hold_viol_final=0
export IMPL_crit_required_ns=8.80
export IMPL_via_per_inst=7.665
export IMPL_ys_top_cells_by_area="dfrtp_1 (47%), mux2_2 (21%), a22oi_1 (9.5%), and3_1 (3.3%), clkbuf_1 (2.9%)"
export IMPL_worst_setup_path_end_kind="output pin"
export IMPL_drv_cap=0
export IMPL_worstMarginPinSlew_ns=1.179
export IMPL_ant_nets=0
export IMPL_synth_cell_types=78
export IMPL_largest_reg_flops=1024
export IMPL_grt_pass1_vias=48010
## layout by cell type, fill, tap and decap left out, types with 114 or more instances in the layout
cell and n:
a22oi_1 690, and3_1 288, buf_4 298, clkbuf_16 114, clkdlybuf4s50_1 278, dfrtp_1 1024, mux2_2 1001, nand2_1 137
nand3_1 187, nand4_1 114
## per-layer routing
metal	vias to the layer above	GRT usage
met2	4875	0.6786
met4	34	0.3133
met3	1542	0.3906
li1	18950	-
met5	-	0.04907
met1	24940	0.6859
## cell families (layout without fill, tap and decap cells)
logic type / after synthesis / count (layout) / share of synthesized area
buf+inv: 587 / 816 / 0.04909
simple gates: 1066 / 1066 / 0.1082
other cells: 1 / 76 / 0.00006876
flops: 1024 / 1024 / 0.4698
fa+ha+maj: 32 / 32 / 0.007387
xor+xnor: 54 / 54 / 0.008672
compound gates: 1093 / 1093 / 0.1497
mux: 1003 / 1003 / 0.2070
## layout make-up
| type | instances | area, um2 | area share |
|---|---|---|---|
| timing repair buffer | 588 | 5180 | 0.08105 |
| clock buffer | 154 | 3193 | 0.04996 |
| inverter | 20 | 75.07 | 0.001175 |
| antenna | 38 | 95.09 | 0.001488 |
| tap | 1403 | 1755 | 0.02747 |
| clock inverter | 54 | 862.1 | 0.01349 |
| multi-input combinational | 3286 | 27130 | 0.4245 |
| sequential | 1024 | 25620 | 0.4009 |
## cell usage after synthesis (28+ instances only)
cell type  count
buf_4        119
dfrtp_1     1024
a21oi_1       36
ha_1          29
nor4_1        57
a2111oi_0     90
mux2_2      1001
nor3_1        35
nand2_1      150
nand4_1      114
a221oi_1      28
o21ai_0       88
nor2_1       110
clkbuf_1     424
a22oi_1      690
xnor2_1       41
nand3_1      187
and3_1       290
## path summary, 6_finish.rpt
check / end / slack (ns) / cells after the start / startpoint
worst max-delay path: PCSrcD / 0.13 / 16 / InstrD[20]
min in group asynchronous: rf.mem[17][4] / 1.46 / 1 / rst
max in group asynchronous: rf.mem[19][16] / 6.95 / 4 / rst
worst min-delay path: rf.mem[5][14] / 0.51 / 2 / rf.mem[5][14]
worst max register to register: rf.mem[29][0] / 10.05 / 1 / rf.mem[29][0]
worst min register to register: rf.mem[5][14] / 0.51 / 2 / rf.mem[5][14]
## stage by stage
stage	instance area (um2)	util
floorplan	54680	-
finish	63910	0.5937
detailed placement	59760	0.5551
global placement	59760	0.5551
global route	63840	0.5931
CTS	63820	0.5928
## critical path: stages
cell and delay [ns]:
clkdlybuf4s50_1 1.15, nand3b_1 0.66, nor2_4 1.02, buf_4 0.59, a22oi_1 0.19, nand3_1 0.15
nor4_1 0.06, o21ai_0 0.30, xor2_1 0.34, nand4b_1 0.34, nor4_1 0.40, buf_4 0.21
nand4_1 0.09, buf_4 0.22, mux2i_1 0.15, clkdlybuf4s50_1 0.55
## where the power goes
group | internal (mW) | switching, mW
Combinational | 0.869 | 0.851
Sequential | 4.50 | 0.680
Clock | 2.52 | 1.67
Power and IR drop assume default switching activity.
