===== flow/run.sh =====
#!/bin/bash
# OpenROAD 26Q1-2900-gdf79404cd8, Yosys 0.63+post, stock flow scripts
make -C /OpenROAD-flow-scripts/flow DESIGN_CONFIG=/design/flow/config.mk WORK_HOME=/design/flow/orfs finish

===== flow/config.mk =====
export PLATFORM = sky130hd
export DESIGN_NAME = Ex
export DESIGN_NICKNAME = Ex
export VERILOG_FILES = /design/flow/design.v
export SDC_FILE = /design/flow/constraint.sdc
export NUM_CORES = 4
export LEC_CHECK = 1
export CORE_UTILIZATION = 40

===== flow/constraint.sdc =====
current_design Ex

set clk_period 21.2
set clk_io_pct 0.2

create_clock -name clk0 -period $clk_period

set non_clock_inputs [all_inputs -no_clocks]
set_input_delay [expr $clk_period * $clk_io_pct] -clock clk0 $non_clock_inputs
set_output_delay [expr $clk_period * $clk_io_pct] -clock clk0 [all_outputs]

===== flow/design.v =====
module Alu(ALUcontrol, opA, opB, ALUresult);
input [3:0] ALUcontrol;
input [31:0] opA, opB;
output [31:0] ALUresult;
 wire [31:0] ss;
  assign ss = (opA<opB) ? 32'd1: 32'd0;
  assign ALUresult = (ALUcontrol == 4'b0010) ? (opA+opB):
						(ALUcontrol == 4'b0110) ? (opA-opB):
						(ALUcontrol == 4'b0000) ? (opA&opB):
						(ALUcontrol == 4'b0001) ?  (opA|opB): 
						(ALUcontrol == 4'b0111) ? ss : 
						(ALUcontrol == 4'b0100) ? opA << opB[10:6]:
						(ALUcontrol == 4'b0111) ? opA >> opB[10:6]: 32'd0;
endmodule 
module mux2_32bits(i1, i2, s, o);
input [31:0] i1, i2;
input s;
output [31:0] o;
assign o = s ? i2: i1;
endmodule
module mux3_32bits(i1, i2, i3, s, o);
input [31:0] i1, i2, i3;
input [1:0] s;
output [31:0] o;
assign o = (s == 2'd0) ? i1 :
            (s == 2'd1) ? i2: 
            (s == 2'd2) ? i3: 32'd0;
endmodule
module Ex(ALUcontrolE, ALUSrcE, RegDstE, RD1, RD2, RtE, RdE, ForwardAE, 
ForwardBE, ResultW, ALUOutM, SignImmE, ALUOutE, WriteDataE, WriteRegE);
input [3:0] ALUcontrolE;
input ALUSrcE, RegDstE;
input [31:0] ALUOutM, ResultW, RD1, RD2, SignImmE;
input [4:0] RtE, RdE;
input [1:0] ForwardAE, ForwardBE;
output [31:0] ALUOutE, WriteDataE;
output [4:0] WriteRegE;
wire [31:0] SrcAE, SrcBE;
mux2_32bits muxRegDst(RtE, RdE, RegDstE, WriteRegE);
mux3_32bits m1(RD1, ResultW, ALUOutM, ForwardAE, SrcAE);
mux3_32bits m2(RD2, ResultW, ALUOutM, ForwardBE, WriteDataE);
mux2_32bits m3(WriteDataE, SignImmE, ALUSrcE, SrcBE);
Alu alu(ALUcontrolE, SrcAE, SrcBE, ALUOutE);
endmodule

==> impl_metrics.yaml <==
# synthesis and place-and-route metrics
outcome:
  status: "complete, no violations"
die:
  fp_util_pct: 40.8
  die_width_um: 146
  die_h_um: 146
  rows: 52
  die_area_mm2: 0.0213
  num_io_pins: 249
  coreArea_mm2: 0.0203
min_path:
  whs_path_depth: 4
  worstHoldStart: "ALUOutM[7]"
  worstHoldEndpoint: "WriteDataE[7]"
  min_path_type: "primary input to primary output"
synthesis:
  yosysChipArea_mm2: 0.00828
  yosys-top-cells-area: "mux2i_1 20%, ha_1 15%, a21oi_1 6.9%"
  syn_area_mm2: 0.00828
  ys_warn_count: 3
  ys_cells: 1194
  yosysTopAreaCell: "mux2i_1"
  synthTopCellsByCount: "168 x mux2i_1, 114 x a21oi_1, 97 x nor2_1, 96 x ha_1, 92 x o21ai_0"
  synth_cell_types: 81
  syn_area_per_cell_um2: 6.94
  syn-instance-count: 1194
  netlist.area_leader.share_pct: 20.3
  yosysSeqAreaShare_pct: 0
  top_cell: "mux2i_1"
critical_path:
  critPathKind: "primary input to primary output"
  cpMaxStageDelayCell: "mux2_2"
  cp_cell_sequence: "clkdlybuf4s50_1 -> buf_4 -> nor2b_2 -> buf_4 -> o2bb2ai_1 -> mux2_2 -> ha_1 -> nor2_1 -> nor2_1 -> o21ai_0 -> a211oi_1 -> o41ai_1 -> nand2b_1 -> a21oi_1 -> a2bb2oi_1 -> a2111oi_2 -> clkdlybuf4s50_1"
  start_kind: "primary input"
  cp-end-kind: "primary output"
  crit_family: "AND-OR/OR-AND gates"
  worstPathArrival_ps: 10040
  crit_fanout: 35
  cp_slowest_stage_delay_ps: 760
  cp.buffers_inverters: 4
  worst_ep_required_time_ps: 16960
cts:
  cts_resized: 0
  cts_setup_buffers: 0
  hold_buffers: 0
timing:
  finalSetupViolCount: 0
  slew-limit-headroom_pct: 41.0
  maxClockFrequency_ghz: 0.0700
  final.min_clock_period_ps: 14280
  whs_ps: 9460
  slew_viol_final: 0
  hold_violations: 0
  rsz0062_at_grt: "no"
  fin_setup_tns_ps: 0
  worst_pin_slew_ps: 874
  finalClockPeriodUsage_pct: 67.4
detailed_routing:
  num_vias: 9921
  routed_via_density: 6.04
  routed_wl_um: 36300
  drtPass1Iterations: 5
  wl_per_cell_um: 22.1
  drc_errors: 0
  diodes: 0
  drtAntennaViolNets: 0
  drt_iter0_markers: 688
global_route:
  grt_max_degree: 42
  grt_pass1_vias: 9683
  antenna_found_initial: 0
  grt_pass1_wl_um: 56100
  grt_remaining_overflow: 0
  track_usage_pct: 34.2
job:
  warning_count: 96
  drv_cap: 0
layout:
  utilization_pct: 53.6
  drive_gt1_share_pct: 6.99
  fill_cells: 2006
  nClkBuffers: 0
  flops: 0
  ff_latch_area_um2: 0
  synthToLayoutAreaGrowth_pct: 31.4
placed_design:
  numPortBuffers: 249
  hpwlAfterDp_um: 29000
  place.gp.congestion: 0.997
power_and_ir_drop:
  p_per_area_mw_per_mm2: 34.0
  p_leak_nw: 4.75
  ir_drop_uv: 13.9
-- cells in the final DEF, fill, tap and decap left out, types with 12 or more instances in the layout --
| master | netlist | routed |
|---|---|---|
| a211oi_1 | 17 | 17 |
| a21o_1 | 16 | 16 |
| a21oi_1 | 114 | 114 |
| a221oi_1 | 21 | 21 |
| buf_4 | 4 | 23 |
| clkdlybuf4s50_1 | 0 | 246 |
| ha_1 | 96 | 96 |
| inv_1 | 89 | 89 |
| mux2_2 | 24 | 24 |
| mux2i_1 | 168 | 166 |
| nand2_1 | 78 | 78 |
| nand2b_1 | 16 | 16 |
| nor2_1 | 97 | 95 |
| nor3_1 | 23 | 23 |
| o21ai_0 | 92 | 92 |
| o21bai_1 | 12 | 12 |
| o221ai_1 | 13 | 13 |
| o22ai_1 | 22 | 22 |
| o2bb2ai_1 | 28 | 28 |
-- cell type report --
type	count	area, um^2	area share, %
inverter	93	349	3.21
timing repair buffer	272	2650	24.3
multi-input combinational	1008	7550	69.3
tap	270	338	3.10
-- where the power goes --
group          switching, mW  leakage [nW]  internal [mW]
registers                  0             0              0
logic                  0.202          4.75          0.168
clock network              0             0              0
total                  0.202          4.75          0.168
-- worst max-delay path by stage --
stage	end	startpoint	cells past startpoint
finish	ALUOutE[18]	ForwardBE[1]	17
global route	ALUOutE[17]	ForwardBE[1]	17
CTS	ALUOutE[17]	ForwardBE[1]	17
-- cell families (layout without fill, tap and decap cells) --
kind of cell | count (synthesis) | after routing | share of synthesized area [%]
fa+ha+maj | 98 | 98 | 15.0
xor+xnor | 4 | 4 | 0.423
simple gates | 275 | 275 | 15.4
buf+inv | 186 | 365 | 9.18
mux | 195 | 195 | 24.2
compound gates | 436 | 436 | 35.8
-- routing by layer --
metal | wire [um] | vias up | global-route usage (%)
met2 | 17400 | 426 | 58.6
li1 | - | 4790 | -
met4 | 1850 | 0 | 14.9
met1 | 15000 | 4623 | 44.0
met5 | 0 | - | 0
met3 | 2070 | 82 | 2.40
-- stage by stage --
step	worst slack, ps	cells	area, um^2	power, mW
floorplan	9000	1194	8280	0.226
global placement	7120	1643	10900	0.366
detailed placement	7060	1643	10900	0.365
CTS	7040	1643	10900	0.367
global route	6570	1643	10900	0.403
finish	6920	1643	10900	0.370
-- worst min-delay path, cell delays in order --
cell             delay, ps
clkdlybuf4s50_1        440
nand2_1                 70
o21ai_0                 70
clkdlybuf4s50_1        400
No activity file was given, so power comes from the tool's default toggle rates.
